## config.mk

```make
export PLATFORM = sky130hd
export DESIGN_NAME = FPCVT
export DESIGN_NICKNAME = FPCVT
export VERILOG_FILES = /design/flow/design.v
export SDC_FILE = /design/flow/constraint.sdc
export NUM_CORES = 4
export LEC_CHECK = 1
export CORE_AREA = 10 10 82 82
export DIE_AREA = 0 0 92 92
```

## constraint.sdc

```tcl
current_design FPCVT

set clk_period 13.6
set clk_io_pct 0.2

create_clock -name clk0 -period $clk_period

set non_clock_inputs [all_inputs -no_clocks]
set_input_delay [expr $clk_period * $clk_io_pct] -clock clk0 $non_clock_inputs
set_output_delay [expr $clk_period * $clk_io_pct] -clock clk0 [all_outputs]
```

## design.v

```verilog
`timescale 1ns / 1ps
module signMagnitude(
	input wire[11:0]  d,
	output wire sign,
	output wire[11:0] out
);
	assign sign = (d[11]==1'b1) ? 1'b1 : 1'b0;
	assign out = (d[11]==1'b0) ? d[11:0] : ~d[11:0] + 12'b1;
endmodule
module countZerosExtractData(
	input wire [11:0] d,
	output reg [2:0] exponent,
	output reg [3:0] significand,
	output reg fifthBit
);
	reg [3:0] i;
	reg [3:0] leadingZeros;
	always @(*) begin
		if (d[10]==1)
			i=10;
		else if (d[9]==1)
			i=9;
		else if (d[8]==1)
			i=8;
		else if (d[7]==1)
			i=7;
		else if (d[6]==1)
			i=6;
		else if (d[5]==1)
			i=5;
		else if (d[4]==1)
			i=4;
		else
			i=3;
		leadingZeros = 11-i;
		exponent = 8-leadingZeros;
		significand[3] = d[i];
		significand[2] = d[i-1];
		significand[1] = d[i-2];
		significand[0] = d[i-3];
		fifthBit = (i==3) ? 0 : d[i-4];
	end
endmodule
module round(
	input wire [2:0] exponent,
	input wire [3:0] significand,
	input wire fifthBit,
	output reg [2:0] exponent_out,
	output reg [3:0] significand_out
);
	always @(*) begin
		exponent_out = exponent;
		significand_out = significand;
		if (fifthBit == 1'b1) begin
			if (significand == 4'b1111) begin
				significand_out = 4'b1000;
				exponent_out = exponent + 3'b001;
			end
			else
				significand_out = significand + 4'b0001;
		end	
	end
endmodule
module FPCVT(
	input wire [11:0]  d,
	output wire sign,
	output wire [2:0] exp,
	output wire [3:0] sig
);
	wire [11:0] smag;
	wire [2:0] exponent;
	wire [2:0] exp_alpha;
	wire [3:0] significand;
	wire [3:0] significand_alpha;
	wire fifthBit;
	signMagnitude sM_1 ( d, sign, smag);
	countZerosExtractData cZ_2 (smag, exponent,significand,fifthBit);
	round r_3( exponent,significand,fifthBit, exp_alpha, significand_alpha);
	assign exp = (smag[10:7] == 4'b1111) ? 
		3'b111 : ((d[11]==1 && d[10:0] ==0) ? 
		3'b111 : exp_alpha);
	assign sig = (smag[10:7] == 4'b1111) ? 
		4'b1111 : ((d[11]==1 && d[10:0] ==0) ? 
		4'b1111 : significand_alpha);
endmodule
```

## run.sh

```bash
#!/bin/bash
# OpenROAD 26Q1-2900-gdf79404cd8, Yosys 0.63+post, stock flow scripts
make -C /OpenROAD-flow-scripts/flow DESIGN_CONFIG=/design/flow/config.mk WORK_HOME=/design/flow/orfs finish
```

==> flow_summary.json <==
{
  "status": "completed",
  "coreArea_um2": 5070,
  "nClkBuffers": 0,
  "yosysWarnings": 2,
  "flop_area_um2": 0,
  "layout.cells.most_common_list": "21 x nand2_1, 20 x clkdlybuf4s50_1, 13 x inv_1, 12 x a21oi_1",
  "fillers": 561,
  "fin_crit_ps": 11090,
  "drc_errors": 0,
  "drive_above_1_share_pct": 12.8,
  "antenna_found_initial": 0,
  "drv_slew": 0,
  "grt_pass1_wl_um": 8140,
  "path_max_fanout": 12,
  "dp_worst_setup_slack_ps": 2560,
  "cp-end-kind": "output pin",
  "ff_count": 0,
  "use_met3_pct": 1.89,
  "ant_nets": 0,
  "p_leak_nw": 0.655,
  "fin_setup_tns_ps": 0,
  "antenna_cells": 0,
  "die_area_um2": 8460,
  "cts-resized-gates": 0,
  "routed_wl_um": 4940,
  "top_usage_layer": "met2",
  "p_per_area_nw_per_um2": 52.3,
  "dieHeight_um": 92,
  "ios": 20,
  "gr-total-overflow": 0,
  "ir_worst_vdd_mv": 0.0165,
  "vias_per_cell": 5.94,
  "min_period_over_period_pct": 81.5,
  "globalRouteMet2Util_pct": 17.4,
  "max-cap-violations": 0,
  "ys_area_um2": 1630,
  "logic_area_um2": 1500,
  "synth_area_um2": 1630,
  "portBuffers": 20,
  "die_x_um": 92,
  "syn_inst": 227,
  "syn_avg_cell_area_um2": 7.19,
  "post_drt_wl_per_cell_um": 16.2,
  "p_sw_share_pct": 54.8,
  "grt_pass1_vias": 1624,
  "power_frac_clock_pct": 0,
  "num_vias": 1805,
  "ys_types": 76,
  "cts_hold_buf": 0,
  "p_sw_mw": 0.0531,
  "combinationalPowerShare_pct": 100.0,
  "grt_max_degree": 34,
  "place_hpwl_um": 3940,
  "finalSetupViolCount": 0,
  "cp.required_ps": 10880,
  "ys_cells": 227,
  "ys_seq_share_pct": 0,
  "layout.cells.most_common": "nand2_1",
  "drtIter0Drc": 173,
  "gp_congestion": 0.967,
  "cts_setup_buffers": 0,
  "warnings": 35,
  "max_freq_mhz": 90.2,
  "use_met1_pct": 16.2,
  "timing.final.ws_setup_ps": 2510,
  "intPower_mw": 0.0437,
  "relSlewSlack_pct": 52.3,
  "areaGrowthSynthToFinish_pct": 13.5,
  "timing_hold_violations_final": 0,
  "rows": 26,
  "startpoint_type": "input port",
  "path_class": "in -> out",
  "hold_class": "in -> out",
  "rsz0062_at_grt": "false",
  "initCoreUtil_pct": 32.1,
  "grt_usage_pct": 11.1,
  "drtPass1Iterations": 4,
  "worst_pin_slew_ps": 709,
  "worst_ep_arrival_time_ps": 8370,
  "p_seq_share_pct": 0
}
power groups by stage:
stage,Combinational [mW],Sequential [mW],Clock [mW]
after CTS,0.0967,0,0
after global routing,0.107,0,0
final,0.0968,0,0
path summary, 6_finish.rpt:
kind                  to  slack (ps)   from  cells after the start
setup / recovery  exp[1]        2510   d[0]                     19
hold / removal      sign        6530  d[11]                      3
stage by stage:
| stage | cells | total power, mW | utilization [%] | area, um2 | hold WS (ps) |
|---|---|---|---|---|---|
| floorplan | 227 | 0.0653 | - | 1630 | 5510 |
| global placement | 304 | 0.0974 | 36.5 | 1850 | 6540 |
| detailed placement | 304 | 0.0964 | 36.5 | 1850 | 6520 |
| CTS | 304 | 0.0967 | 36.5 | 1850 | 6530 |
| global route | 304 | 0.107 | 36.5 | 1850 | 6580 |
| finish | 304 | 0.0968 | 36.5 | 1850 | 6530 |
cell families after synthesis:
family | after synthesis | synth area share [%]
AND/OR/NAND/NOR | 88 | 32.0
AND-OR/OR-AND | 81 | 41.0
buffers and inverters | 29 | 8.28
XOR/XNOR | 13 | 7.44
multiplexers | 9 | 5.98
adder cells (fa/ha/maj) | 7 | 5.37
synth_stat cells, drive strengths merged (2+ instances only):
cell | number | area share [%]
nand2 | 22 | 5.2
inv | 14 | 3.2
a21oi | 12 | 3.7
o21ai | 12 | 4.1
nand3 | 11 | 3.7
xnor2 | 10 | 5.4
clkbuf | 8 | 1.8
a31oi | 7 | 3.1
buf | 7 | 3.2
ha | 7 | 5.4
nor2b | 7 | 2.7
a211oi | 6 | 4.6
mux2i | 6 | 3.7
nor2 | 6 | 1.4
o211ai | 6 | 3.9
or3 | 6 | 2.3
or4 | 6 | 3.0
nor3 | 5 | 1.5
nand3b | 4 | 1.8
nor4 | 4 | 1.5
o31ai | 4 | 2.7
mux2 | 3 | 2.3
nand2b | 3 | 1.2
o211a | 3 | 1.8
o32ai | 3 | 1.6
or2 | 3 | 1.2
xor2 | 3 | 2.1
a211o | 2 | 1.1
a221o | 2 | 1.2
and4 | 2 | 1.1
nand4 | 2 | 0.77
o2111ai | 2 | 1.1
o221ai | 2 | 1.1
o311ai | 2 | 1.1
or3b | 2 | 1.1
worst max-delay path, stage by stage:
cell             delay, ps
clkdlybuf4s50_1        610
inv_1                  180
ha_1                   330
or3b_2                 500
a211oi_2               480
o2111ai_1              300
a21boi_2               390
nand2b_1               360
ha_1                   330
a41o_1                 130
nor2_1                  40
o221ai_1                80
a31o_2                 140
o32ai_1                 60
or4_4                  570
a211oi_4               320
nand2_2                120
a31oi_1                210
clkdlybuf4s50_1        500
layout make-up:
cell class	instances	share of cell area (%)
inverters	14	2.84
multi-input cells	198	80.8
well taps	70	4.73
repair buffers	22	11.6
layer usage:
metal / wire, um / share of wire [%] / up-vias
met3: 302 / 6.1 / 4
li1: - / - / 908
met5: 0 / 0 / -
met1: 2350 / 48 / 841
met2: 2250 / 46 / 52
met4: 35 / 0.71 / 0
Power figures rest on the tool's default switching activity, not on a simulated workload.
