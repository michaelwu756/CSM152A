**flow/constraint.sdc**
```tcl
current_design clkModule

set clk_period 6.2
set clk_io_pct 0.2

create_clock -name clk0 -period $clk_period [get_ports {clk}]

set non_clock_inputs [all_inputs -no_clocks]
set_input_delay [expr $clk_period * $clk_io_pct] -clock clk0 $non_clock_inputs
set_output_delay [expr $clk_period * $clk_io_pct] -clock clk0 [all_outputs]
```
**flow/config.mk**
```make
export PLATFORM = sky130hd
export DESIGN_NAME = clkModule
export DESIGN_NICKNAME = clkModule
export VERILOG_FILES = /design/flow/design.v
export SDC_FILE = /design/flow/constraint.sdc
export NUM_CORES = 4
export LEC_CHECK = 1
export CORE_UTILIZATION = 50
```
**flow/design.v**
```verilog
module clkModule(clk,clk_1, clk_2, clk_10, clk_500);
  input clk;
  output clk_1, clk_2, clk_10, clk_500;
  parameter TARGET_2 = 250;
  parameter TARGET_10 = 50;
  parameter TARGET_1 = 500;
  clk500 secondaryClk(clk, clk_500);
  reg [7:0] counter2 = 1;
  reg [7:0] counter10 = 1;
  reg [8:0] counter1 = 1;
  always @(posedge clk_500)
  begin
    counter2 = (counter2 == TARGET_2) ? 1 : counter2+1;
    counter10 = (counter10 == TARGET_10) ? 1 : counter10+1;
    counter1 = (counter1 == TARGET_1) ? 1 : counter1+1;
  end
  assign clk_2 = (counter2 == TARGET_2 && clk_500) ? 1 : 0;
  assign clk_10 = (counter10 == TARGET_10 && clk_500) ? 1 : 0;
  assign clk_1 = (counter1 == TARGET_1 && clk_500) ? 1 : 0;
endmodule
module clk500(clk, clk_500);
  input clk;
  output clk_500;
  parameter MASTER_FREQ = 28'd100000000;
  parameter TARGET_500 = MASTER_FREQ/500;
  reg [27:0] counter500 = 1;
  always @(posedge clk)
  begin
      if(counter500 == TARGET_500)
        counter500 = 28'd1;
      else
        counter500 = counter500+1;
  end
  assign clk_500 = (counter500 == TARGET_500) ? 1 : 0;
endmodule
```
**flow/run.sh**
```bash
#!/bin/bash
# OpenROAD 26Q1-2900-gdf79404cd8, Yosys 0.63+post, stock flow scripts
make -C /OpenROAD-flow-scripts/flow DESIGN_CONFIG=/design/flow/config.mk WORK_HOME=/design/flow/orfs finish
```
==> run summary <==
Hold path start -> secondaryClk.counter500[0]
Initial antenna violation count -> 0
PD cells -> 114 nW/um2
Syn avg cell area -> 9.71 um2
Filler cells -> 403
Final instance count without filler cells -> 294
Fmax -> 257 MHz
Reg2Reg Depth -> 4
Switching Share -> 19.0%
Root Driver -> clkbuf_8
Number of global-route vias before repair -> 1420
Crit Path Class -> flop to output pin
Ant. Diodes -> 0
Psw -> 0.0523 mW
Pre-Repair DR Iteration Count -> 4
Dominant cell type by area after synthesis -> dfxtp_1
Post-synth regs -> 53
Clk_skew -> 0.00453 ns
CTS tree -> built
Async SR Flop Fraction -> 0%
Total of max-cap violations -> 0
Gr ovfl total -> 0
First-pass GRT wire length -> 6330 um
Post-CTS Setup Bufs -> 0
Part of the power in registers -> 65.2%
Antenna Nets Post-Route -> 0
Chip area -> 4920 um2
Hold Path Depth -> 1
Total power -> 0.275 mW
Leak -> 0.891 nW
GPL Wtd Cong -> 0.806
DP Worst Slack -> 2.61 ns
Largest net degree at the start of global routing -> 26
Stage-log warning count -> 29
DP Cell Count -> 291
Rel. slew slack -> 46.2%
Hold Violations, Final -> 0
Maximum VDD drop -> 105 uV
Clock transition at path regs -> 0.09 ns
Final worst slack -> 2.30 ns
Logic pwr share -> 0%
Top_reg_cell synth -> dfxtp_1
Most frequent cells in the layout -> dfxtp_1, nor2_1, xnor2_1
Status -> complete, no violations
Pint -> 0.223 mW
# Cells Yosys -> 239
Area reported by Yosys stat -> 2320 um2
Final setup violation count -> 0
Quantity of gates resized following cts -> 0
Rows -> 24
Clk network pwr share -> 34.8%
CP cell instances -> nor4bb_1, nand4_1, nor2_1, and2_1, clkdlybuf4s50_1
Startpoint types -> flop
Ports -> 5
CTS H-tree lvls -> 1
DR vias -> 1548
Required time of the critical path -> 4.96 ns
Setup crit start -> secondaryClk.counter500[11]
Number of unconstrained endpoints -> 25
Synth Seq Share -> 45.7%
CTS Buf Count -> 3
Hold buffer count at CTS -> 0
Drt total wl -> 3560 um
Biggest area cells -> dfxtp_1, xnor2_1, xor2_1
Largest stage delay, worst path -> 0.68 ns
Post-Route Utilization -> 54.8%
DR vias/cell -> 5.27
Skew-Pair Late Insertion Delay -> 0.27 ns
Tightest Pin Transition -> 0.804 ns
Layout cell share with drive strength beyond 1 -> 4.13%
Worst-path fanout max -> 11
Area Overhead vs Synth -> 4.21%
Unrepaired setup endpoints after global routing -> no
Mapped Cells -> 239
Final min period -> 3.90 ns
Setup crit end kind -> output pin
Initial DRC count -> 39
DRC viols -> 0
Longest Clk Path Bufs -> 2
Max-area cell share -> 45.7%
Starting Density -> 52.6%
Post-synth EDFFs -> 0
Port Buffers -> 4
Die width -> 70.1 um
Core area -> 4410 um2
Slew Limit Fails -> 0
Chip Height -> 70.1 um
Fin crit share -> 62.9%
Average wire per standard cell -> 12.1 um
Post-detail-place hpwl -> 2600 um
Unique masters post-synth -> 39
Worst path slowest cell -> nor2_1
RR Startpoint -> secondaryClk.counter500[11]
Setup TNS -> 0 ns
Worst EP arrival -> 2.66 ns
Post-Syn Area -> 2320 um2
Hold Path Class -> flop to flop
Commonest Layout Cell -> dfxtp_1
Count of unclocked register or latch pins -> 25
Yosys warnings -> 2
GRT Total Usage -> 15.9%
==> stage by stage <==
step	instance area [um2]	hold slack [ns]
2_1_floorplan	2320	0.432
3_3_place_gp	2380	0.461
3_5_place_dp	2380	0.461
4_1_cts	2420	0.485
5_1_grt	2420	0.508
6_report	2420	0.476
==> worst paths after layout <==
check,to,slack [ns]
max,clk_2,2.30
min,secondaryClk.counter500[0],0.48
max reg2reg,secondaryClk.counter500[17],4.23
min reg2reg,secondaryClk.counter500[0],0.48
==> logic make-up (layout without fill, tap and decap cells) <==
family	after synthesis	in the layout	share of synthesized area [%]
and+or+nand+nor	116	116	28.3
AOI/OAI and AO/OA	9	9	2.37
muxes	1	1	0.432
buffers and inverters	11	14	3.40
xor gates and xnor gates	41	41	15.5
adders and majority gates	8	8	4.32
DFF	53	53	45.7
==> flip-flops by register name, summed over array words and instances, names as in the netlist <==
name                     flops
secondaryClk.counter500     28
counter1                     9
counter2                     8
counter10                    8
==> metal layers <==
layer	vias up	track usage, %	part of all wire (%)
met3	2	1.61	2.0
li1	824	-	-
met2	16	24.5	44
met4	0	1.78	0.70
met5	-	0	0
met1	706	26.3	54
==> synthesized netlist by cell type (all sizes together) (2+ instances only) <==
library cell  count
and2              2
and3              8
and4              3
clkbuf            2
dfxtp            53
ha                8
inv               6
nand2            14
nand2b            2
nand3            20
nand4            10
nor2             33
nor2b             3
nor3              6
nor4              6
nor4bb            3
o21ai             4
xnor2            26
xor2             15
==> power by group through the flow <==
stage                 Combinational (mW)  Sequential, mW  Clock (mW)
after CTS                    0.000000442           0.180      0.0986
after global routing         0.000000442           0.180       0.104
final                        0.000000442           0.180      0.0958
==> area by class of cell <==
class | instances | area [um2] | share of cell area [%]
multi-input cells | 175 | 1180 | 48.8
well taps | 52 | 65.1 | 2.69
inverters | 6 | 22.5 | 0.932
clock buffers | 3 | 41.3 | 1.71
repair buffers | 5 | 47.5 | 1.97
flip-flops and latches | 53 | 1060 | 43.9
==> worst max-delay path: cells and delay by family, from the launching register on <==
kind | cells | cell delay (ns)
and+or+nand+nor | 4 | 1.46
buffers and inverters | 1 | 0.48
DFF | 1 | 0.46
Power and IR drop assume default switching activity.
